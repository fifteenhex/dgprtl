`flow/design.v`:
```
module hdmiintf
#(
    parameter HORIZONTAL_PIXELS = 1040,
              HORIZONTAL_FRONT_PORCH = 56,
              HORIZONTAL_SYNC_PULSE = 120,
              HORIZONTAL_BACK_PORCH = 64,
              HORIZONTAL_POL = 1'b1,
              VERTICAL_LINES = 666,
              VERTICAL_FRONT_PORCH = 37,
              VERTICAL_SYNC_PULSE = 6,
              VERTICAL_BACK_PORCH = 23,
              VERTICAL_POL = 1'b1
)
(
    input logic clk_in,
    output logic [2:0] rgb,
    output logic clk_out,
    output logic de,
    output logic vs,
    output logic hs,
    output logic [9:0] x,
    output logic [9:0] y,
    input logic [2:0] pixel_data
);
    reg [15:0] counter_horizontal = 0;
    reg [15:0] counter_vertical = 0;
    assign clk_out = clk_in;
    int horizontal_sync_start;
    int horizontal_sync_end;
    int horizontal_active_start;
    int vertical_sync_start;
    int vertical_sync_end;
    int vertical_active_start;
    assign horizontal_sync_start = HORIZONTAL_FRONT_PORCH;
    assign horizontal_sync_end = (HORIZONTAL_FRONT_PORCH + HORIZONTAL_SYNC_PULSE);    
    assign horizontal_active_start = (HORIZONTAL_FRONT_PORCH + HORIZONTAL_SYNC_PULSE + HORIZONTAL_BACK_PORCH);
    assign vertical_sync_start = VERTICAL_FRONT_PORCH;
    assign vertical_sync_end = (VERTICAL_FRONT_PORCH + VERTICAL_SYNC_PULSE);    
    assign vertical_active_start = (VERTICAL_FRONT_PORCH + VERTICAL_SYNC_PULSE + VERTICAL_BACK_PORCH);
    assign de = ((counter_vertical >= vertical_active_start) &&
            (counter_horizontal >= horizontal_active_start)) ? 1 : 0;
    assign x = de ? counter_horizontal - horizontal_active_start : 0;
    assign y = de ? counter_vertical - vertical_active_start : 0;
    assign rgb = de ? pixel_data : 3'b000;
    assign hs = (counter_horizontal >= horizontal_sync_start &&
            counter_horizontal < horizontal_sync_end) ? HORIZONTAL_POL : ~HORIZONTAL_POL;
    assign vs = ((counter_vertical >= vertical_sync_start) &&
            (counter_vertical < vertical_sync_end)) ? VERTICAL_POL : ~VERTICAL_POL;
    always @(posedge clk_in) begin
        if (counter_horizontal == (HORIZONTAL_PIXELS - 1))
        begin
            counter_horizontal <= 0;
            if (counter_vertical == (VERTICAL_LINES - 1))
                    counter_vertical <= 0;
            else
                counter_vertical <= counter_vertical + 1;
        end
        else
            counter_horizontal <= counter_horizontal + 1;
    end
endmodule
```
`flow/run.sh`:
```
#!/bin/bash
# OpenROAD 26Q1-2900-gdf79404cd8, Yosys 0.63+post, stock flow scripts
make -C /OpenROAD-flow-scripts/flow DESIGN_CONFIG=/design/flow/config.mk WORK_HOME=/design/flow/orfs finish
```
`flow/constraint.sdc`:
```
current_design hdmiintf

set clk_period 4.1
set clk_io_pct 0.2

create_clock -name clk0 -period $clk_period [get_ports {clk_in}]

set non_clock_inputs [all_inputs -no_clocks]
set_input_delay [expr $clk_period * $clk_io_pct] -clock clk0 $non_clock_inputs
set_output_delay [expr $clk_period * $clk_io_pct] -clock clk0 [all_outputs]
```
`flow/config.mk`:
```
export PLATFORM = sky130hd
export DESIGN_NAME = hdmiintf
export DESIGN_NICKNAME = hdmiintf
export VERILOG_FILES = /design/flow/design.v
export SDC_FILE = /design/flow/constraint.sdc
export NUM_CORES = 4
export LEC_CHECK = 1
export CORE_UTILIZATION = 40
```
==> flow_summary_export.csv <==
group,metric,value,unit
drt,first_pass_iters,4,
final_timing,fin_crit_sh,86.6,%
placed_design,place.gp.congestion,0.791,
drt,wire_per_inst,12.0,µm
synth,synth_flops,32,
synth,syn_avg_cell_area,8.86,µm²
drt,via_per_inst,4.81,
critical_path,slowest_stage,"or4b_1",
synth,aoi_share,4.63,%
drt,drcViolationCount,0,
critical_path,crit_arrival,2.73,ns
final_timing,tightest_slew,0.768,ns
grt,grt-ovfl-total,0,
final_timing,hold_slack,0.465,ns
critical_path,worstSetupPathType,"reg -> out",
synth,ys_sh_xor,15.1,%
critical_path,crit_required,3.28,ns
drt,antenna_cells,0,
final_timing,slew_headroom,48.5,%
cts,cts_hold_buf,0,
final_timing,hold_viol_final,0,
drt,ant_nets,0,
floorplanning,ios,31,
final_timing,period_minus_slack,3.55,ns
cts,clk_pin_slew_worst_paths,0.06,ns
pwr,power_density,262,nW/µm²
synth,yosysTopAreaCell,"edfxtp_1",
synth,edf_count,16,
synth,synthCells,235,
cts,worstSkewPairLatency,0.39,ns
synth,ys_area,2080,µm²
critical_path,endpoint_kind,"primary output",
synth,netlist_area,2080,µm²
synth,ys_top_cells_by_area,"edfxtp_1, dfxtp_1, xnor2_1",
pwr,p_leak,0.000908,µW
grt,grt_pass1_vias,1471,
cells_and_area,ff_latch_area,801,µm²
placed_design,place.port_buffers,30,
placed_design,placedCellCount,322,
floorplanning,rows,25,
pwr,total_power,660,µW
cells_and_area,n_fill_cell,459,
critical_path,slowest_delay,0.52,ns
critical_path,crit_path_start_kind,"flop",
outcome,outcome,"complete, no violations",
cells_and_area,drive_gt1_share,11.3,%
floorplanning,die_h,74.1,µm
synth,top_cell,"nor2_1",
synth,top_area_share,23.1,%
synth,ys_sh_adder,6.01,%
critical_path,critical_path.max_fanout,6,
final_timing,clock.fmax,282,MHz
critical_path,worst_r2r_path_depth,3,
floorplanning,die_w,74.1,µm
pwr,ir_drop,139,µV
synth,synth.distinct_cells,41,
cts,cts_tree,"done",
critical_path,worstSetupEndpoint,"y[9]",
drt,vias,1603,
synth,yosysWarnings,1,
synth,synth_seq_share,38.5,%
job,warnings,33,
floorplanning,floorplan.core_util,42.7,%
critical_path,r2r_slack,1.86,ns
grt,antenna_found_initial,0,
synth,netlist_top_cells_count,"nor2_1, xnor2_1, inv_1",
cells_and_area,stdcell_count,333,
critical_path,r2r_start,"counter_horizontal[8]",
cts,ctsResizeCount,0,
grt,grt_max_degree,22,
final_timing,setup_tns,0,ns
drt,wirelength,3.98,mm
synth,synthArstFlopShare,0,%
cells_and_area,logic_area,1120,µm²
cts,postCtsSetupRepairBufs,0,
final_timing,drv_slew,0,
final_timing,skew,0.00528,ns
critical_path,crit_start,"counter_vertical[1]",
floorplanning,core,4880,µm²
synth,ys_sh_mux,0.481,%
drt,drt-initial-drc-count,85,
final_timing,setup_viol,0,
synth,synthSimpleGateAreaFrac,27.7,%
grt,grt_pass1_wl,6.59,mm
placed_design,dp_hpwl,2.75,mm
synth,yosysCellCount,235,
job,maxCapViolations,0,
critical_path,worstPathCellList,"inv_1 -> ha_1 -> or4b_1 -> a211oi_2 -> xnor2_1 -> nor2_1 -> clkdlybuf4s50_1",
grt,track_usage,16.0,%
cells_and_area,areaGrowthSynthToFinish,21.0,%
final_timing,rsz0062_at_grt,"false",
floorplanning,chip_area,5500,µm²
synth,flop_cell,"edfxtp_1",
synth,netlist_logic_family_top,"simple AND/OR/NAND/NOR gates",
worst_hold_path,hold_class,"reg -> reg",
critical_path,crit-reg2reg-capture,"counter_vertical[5]",
[report_power, final]
group	switching (µW)	internal, µW	total [µW]
logic	1.28	5.65	6.93
clock network	125	195	321
registers	0	332	332
total	126	534	660
[cells by family (layout without fill, tap and decap cells)]
logic type | Yosys count | count (layout)
compound gates | 12 | 12
xor+xnor | 36 | 36
fa+ha+maj | 10 | 10
buf+inv | 31 | 62
flops | 32 | 32
mux | 1 | 1
simple gates | 113 | 113
[how the worst min path moves through the flow]
stage / start / end / slack [ns] / cells after the start
4_1_cts: counter_horizontal[15] / counter_horizontal[15] / 0.46 / 1
5_1_grt: counter_horizontal[14] / counter_horizontal[14] / 0.51 / 1
6_report: counter_horizontal[15] / counter_horizontal[15] / 0.47 / 1
[metal layers]
layer / share of wire [%] / GRT usage (%) / wire, µm / up-vias
met5: 0 / 0 / 0 / -
met4: 2.3 / 4.49 / 90 / 0
met3: 4.8 / 3.98 / 192 / 7
met2: 42 / 23.4 / 1670 / 31
met1: 51 / 24.4 / 2040 / 719
li1: - / - / - / 846
[cell type report]
type,instances,area share [%]
timing repair buffer,31,12.1
inverter,19,2.83
tap,67,3.33
clock inverter,2,0.397
clock buffer,10,4.92
multi-input combinational,172,44.6
sequential,32,31.8
[worst max-delay path, delay by kind of cell, from the launching register on]
kind                     cells  cell delay, ns
flip-flops                   1            0.49
buffers and inverters        2            0.66
AND-OR/OR-AND                1            0.26
AND/OR/NAND/NOR              2            0.60
XOR/XNOR                     1            0.09
adder cells (fa/ha/maj)      1            0.24
[sequential cells by signal, summed over array words and instances (netlist names)]
name and flops:
counter_vertical 16, counter_horizontal 16
[metrics by stage]
stage / worst slack [ns] / area, µm² / utilization (%)
floorplan: 1.13 / 2080 / -
global placement: 0.863 / 2390 / 49.1
detailed placement: 0.863 / 2390 / 49.1
CTS: 0.523 / 2520 / 51.6
global route: 0.368 / 2520 / 51.6
finish: 0.551 / 2520 / 51.6
[layout by cell type (no fill, tap or decap), types with 4 or more instances in the layout]
| cell | n |
|---|---|
| nor2_1 | 36 |
| clkbuf_8 | 8 |
| edfxtp_1 | 16 |
| a21oi_1 | 4 |
| nor2_2 | 9 |
| nand4_1 | 6 |
| xor2_1 | 10 |
| nand2_1 | 16 |
| and3_1 | 4 |
| nand3_1 | 13 |
| inv_1 | 18 |
| xnor2_1 | 26 |
| nor3_1 | 12 |
| clkdlybuf4s50_1 | 30 |
| dfxtp_1 | 16 |
| ha_1 | 10 |
Power figures rest on the tool's default switching activity, not on a simulated workload.
