`./config.mk`:
```
export PLATFORM = sky130hd
export DESIGN_NAME = latchingcounter
export DESIGN_NICKNAME = latchingcounter
export VERILOG_FILES = /design/flow/design.v
export SDC_FILE = /design/flow/constraint.sdc
export NUM_CORES = 4
export LEC_CHECK = 1
export CORE_UTILIZATION = 40
```
`./constraint.sdc`:
```
current_design latchingcounter

set clk_period 4.9
set clk_io_pct 0.2

create_clock -name clk0 -period $clk_period [get_ports {clk}]

set non_clock_inputs [all_inputs -no_clocks]
set_input_delay [expr $clk_period * $clk_io_pct] -clock clk0 $non_clock_inputs
set_output_delay [expr $clk_period * $clk_io_pct] -clock clk0 [all_outputs]
```
`./design.v`:
```
module latchingcounter
#(
    parameter INCREMENT = 1
)
(
    input logic clk,
    input logic rst,
    output logic [31:0] count = 0,
    output logic [31:0] counter = 0
);
    always @(posedge clk) begin
        if (rst)
            begin
            count <= counter;
            counter <= 0;
            end
        else
            counter <= counter + INCREMENT;
    end
endmodule
```
`./run.sh`:
```
#!/bin/bash
# OpenROAD 26Q1-2900-gdf79404cd8, Yosys 0.63+post, stock flow scripts
make -C /OpenROAD-flow-scripts/flow DESIGN_CONFIG=/design/flow/config.mk WORK_HOME=/design/flow/orfs finish
```
==> impl_metrics.toml <==
# yosys + openroad results
[status]
status = "finished clean"

[clock_network]
postCtsSetupRepairBufs = 0
cts_tree = "done"
cts_hold_buf = 0
cts.sinks = 64
htree_levels = 3
cts-resized-gates = 0
root_buffer = "clkbuf_8"
clk_pin_slew_ns = 0.07
clkLatencyLatePin_ns = 0.34
cts_buffers = 9
cts_buffer_depth = 2

[setup_path]
crit_chain = "clkdlybuf4s50_1"
crit_type = "reg -> out"
path_buffers = 1
cp_slowest_cell = "dfxtp_1"
cp-end-kind = "output port"
critPathTopFamily = "flip-flops"
crit_arrival_ns = 1.41
worstPathMaxFanout = 8
cp.required_ns = 3.92
startpoint_type = "flop"
max_stage_delay_ns = 0.54

[synth]
syn_area_sq_mm = 0.00252
ys_seq_share_pct = 63.5
syn_avg_cell_area_sq_um = 12.2
synth_stat.cells = 207
ys_area_sq_mm = 0.00252
synthCells = 207
synth_cell_types = 32
ys_ff = 64
yosys_warnings = 1

[floorplanning]
std_cell_rows = 28
io_pins = 66
die_height_um = 81.4
dieWidth_um = 81.4
chip_area_sq_mm = 0.00662
initCoreUtil_pct = 42.1
core_region_area_sq_mm = 0.00599

[grt]
grt_pass1_wl_um = 8090
antenna_found_initial = 0
grt_max_degree = 37
grt_overflow = 0
grt_pass1_vias = 1651
track_usage_pct = 16.7

[worst_hold_path]
hold_class = "reg -> reg"

[final_layout]
stdcell_count = 355
layout-drive-gt1-share_pct = 10.4
postLayoutCellArea_sq_mm = 0.00346
fin_util_pct = 57.7
syn2layout_area_growth_pct = 37.2
layout.area.comb_sq_um = 827
regArea_sq_mm = 0.00160
fillers = 496

[placement]
dpl.hpwl_um = 3120
post_dp_cell_area_sq_mm = 0.00319
place_inst = 339
port_buffers = 65
gp_congestion = 0.758

[route]
routed_wl_um = 4980
route.vias.total = 1879
post_drt_wl_per_cell_um = 14.0
antenna_left = 0
drtIter0Drc = 141
drtPass1Iterations = 4
route.detailed.drc = 0
diodes = 0
vias_per_cell = 5.29

[power_and_ir_drop]
power.leakage_nw = 1.18
peakVddDrop_v = 0.000197
power.density_mw_per_mm2 = 351
total_power_mw = 1.22

[timing]
finalSetupViolCount = 0
worstMarginPinSlew_ns = 0.657
fmax_ghz = 0.418
hold_violations = 0
fin_crit_ns = 2.39
maxSlewViolCount = 0
setup_tns_ns = 0
rsz0062_at_grt = "no"
finClkSkew_ns = 0.00747
fin_crit_sh_pct = 48.8
relSlewSlack_pct = 56.2

[job]
tool_warnings = 25
drv_cap = 0
## cell usage after synthesis
| cell type | count | share of area [%] |
|---|---|---|
| dfxtp_1 | 32 | 25 |
| edfxtp_1 | 32 | 38 |
| nor2_1 | 18 | 2.7 |
| a21oi_1 | 15 | 3.0 |
| nand2_1 | 11 | 1.6 |
| nand4_1 | 10 | 2.5 |
| o31ai_1 | 9 | 2.7 |
| or4_1 | 9 | 2.7 |
| xor2_1 | 9 | 3.1 |
| nand3_1 | 7 | 1.4 |
| o21ai_0 | 6 | 1.2 |
| or3_1 | 6 | 1.5 |
| and4_1 | 5 | 1.7 |
| inv_1 | 4 | 0.60 |
| mux2_2 | 4 | 1.8 |
| buf_6 | 3 | 1.3 |
| clkbuf_1 | 3 | 0.45 |
| nor2b_1 | 3 | 0.74 |
| nor4_1 | 3 | 0.74 |
| and2_1 | 2 | 0.50 |
| and3_1 | 2 | 0.50 |
| and4_2 | 2 | 0.79 |
| clkbuf_8 | 2 | 1.1 |
| xnor2_1 | 2 | 0.69 |
| and3_2 | 1 | 0.30 |
| buf_2 | 1 | 0.20 |
| ha_1 | 1 | 0.50 |
| nand2_2 | 1 | 0.25 |
| nand3_2 | 1 | 0.40 |
| nand4_2 | 1 | 0.50 |
| nand4_4 | 1 | 0.84 |
| nor3_1 | 1 | 0.20 |
## layout make-up
type                            instances  share of cell area [%]
Clock buffer                           10                    3.98
Clock inverter                          6                    3.76
Inverter                                4                   0.434
Multi-Input combinational cell        130                    23.9
Sequential cell                        64                    46.3
Tap cell                               75                    2.71
Timing Repair Buffer                   66                    18.9
## where the power goes
| group | internal, mW | switching (mW) | total [mW] |
|---|---|---|---|
| Clock | 0.401 | 0.199 | 0.601 |
| Combinational | 0.0220 | 0.0133 | 0.0352 |
| Sequential | 0.573 | 0.00651 | 0.579 |
## final timing paths
kind                from          end  slack, ns  depth (start not counted)
max          counter[12]  counter[12]       2.51                          1
min          counter[31]    count[31]       0.49                          0
max reg2reg   counter[0]  counter[30]       2.75                          5
min reg2reg  counter[31]    count[31]       0.49                          0
## cell usage in the layout (no fill, tap or decap), drive strengths merged, types with 10 or more instances in the layout
| cell type | n |
|---|---|
| dfxtp | 32 |
| nand2 | 12 |
| nand4 | 12 |
| nor2 | 18 |
| clkbuf | 10 |
| clkdlybuf4s50 | 64 |
| edfxtp | 32 |
| a21oi | 15 |
## layer usage
metal	vias up	track usage, %	routed length (um)
li1	917	-	-
met1	889	28.2	2410
met2	60	22.4	2150
met3	13	3.76	263
met4	0	5.00	158
met5	-	0	0
## per-stage QoR
| stage | setup WS (ns) | hold WS [ns] |
|---|---|---|
| floorplan | 3.00 | 0.423 |
| global placement | 2.43 | 0.473 |
| detailed placement | 2.40 | 0.477 |
| CTS | 2.49 | 0.495 |
| global route | 2.45 | 0.514 |
| finish | 2.51 | 0.487 |
## cell families (layout without fill, tap and decap cells)
family / count (synthesis) / in the layout / synth area share [%]
AND/OR/NAND/NOR: 84 / 84 / 19.9
buffers and inverters: 13 / 86 / 3.67
AND-OR/OR-AND: 30 / 30 / 6.85
multiplexers: 4 / 4 / 1.79
XOR/XNOR: 11 / 11 / 3.82
adder cells (fa/ha/maj): 1 / 1 / 0.496
flip-flops: 64 / 64 / 63.5
## registers in the layout (all words and copies together), names as in the netlist
name / count
count: 32
counter: 32
Power and IR drop assume default switching activity.
